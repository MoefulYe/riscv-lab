==> design/flow/design.v <==
module Divider #(
    parameter NUM_DIV = 2
) (
    input clk_in,
    input rst_n,
    output reg clk_div
);
integer cnt;
always @(posedge clk_in or negedge rst_n) begin
    if(!rst_n)begin
        cnt <= 32'h0000_0000;
    end else if(cnt < NUM_DIV/2 -1) begin
        cnt <= cnt + 32'h0000_0001;
    end else begin
        cnt <= 32'h0000_0000;
        clk_div <= ~clk_div;
    end
end
endmodule
==> design/flow/run.sh <==
#!/bin/bash
# OpenROAD 26Q1-2900-gdf79404cd8, Yosys 0.63+post, stock flow scripts
make -C /OpenROAD-flow-scripts/flow DESIGN_CONFIG=/design/flow/config.mk WORK_HOME=/design/flow/orfs finish
==> design/flow/config.mk <==
export PLATFORM = sky130hd
export DESIGN_NAME = Divider
export DESIGN_NICKNAME = Divider
export VERILOG_FILES = /design/flow/design.v
export SDC_FILE = /design/flow/constraint.sdc
export NUM_CORES = 4
export LEC_CHECK = 1
export CORE_AREA = 10 10 100 100
export DIE_AREA = 0 0 110 110
==> design/flow/constraint.sdc <==
current_design Divider

set clk_period 4.2
set clk_io_pct 0.2

create_clock -name clk0 -period $clk_period [get_ports {clk_in}]

set non_clock_inputs [all_inputs -no_clocks]
set_input_delay [expr $clk_period * $clk_io_pct] -clock clk0 $non_clock_inputs
set_output_delay [expr $clk_period * $clk_io_pct] -clock clk0 [all_outputs]
==> run_results.csv <==
group,metric,value,unit
global_routing,grt.total_usage,5.960,%
clock_network,cts_tree,"yes",
setup_path,cp_max_fo,14,
setup_path,reg2reg_slack,1.67,ns
global_routing,grt_pass1_wl,5858,um
route,vias_per_cell,4.663,
pwr,p_comb_share,1.4,%
sta,slew_headroom,43.13,%
synthesis,synthCells,180,
route,first_pass_iters,4,
route,vias,1329,
route,ant_nets,0,
setup_path,arrival,2.74,ns
sta,skew,0.006621,ns
hold_path,min_from,"cnt[0]",
route,wl_per_cell,11.98,um
setup_path,worstRegToRegCells,5,
pwr,power_switching,0.1253,mW
synthesis,yosys-stat-cells,180,
placement,hpwl,2207,um
pwr,p_per_area,326.7,mW/mm^2
sta,report.final.slew_viol_count,0,
pwr,finalPower,0.6409,mW
synthesis,ys_top_cells_by_area,"dfrtp_1, or4_1, a21oi_1",
setup_path,path_class,"register to register",
setup_path,crit_path_end_kind,"register",
floorplanning,fp_util,22.07,%
setup_path,reg2reg_to,"cnt[26]",
sta,min_period,2.534,ns
clock_network,cts.repair.resized,0,
setup_path,critical_path_required,4.40,ns
cells_and_area,layout.area.comb,825.8,um^2
hold_path,holdPathStages,1,
clock_network,clkLatencyLatePin,0.29,ns
route,drc,0,
route,wirelength,3414,um
floorplanning,fp.dieW,110,um
route,drtIter0Drc,71,
setup_path,cpMostUsedCell,"or4_1",
setup_path,setup.worst_path.start_class,"register",
floorplanning,dieHeight,110,um
floorplanning,io_pins,3,
clock_network,clk_path_buf_depth,2,
setup_path,crit_slowest_cell,"or4_1",
cells_and_area,regArea,830.8,um^2
synthesis,synth_top_cell_by_count,"dfrtp_1",
status,outcome,"completed",
synthesis,async_reset_ff_share,96.97,%
cells_and_area,drive_gt1_share,7.650,%
synthesis,synth_flops,33,
clock_network,cts_root_buf,"clkbuf_8",
sta,period_used_share,60.34,%
global_routing,antenna_found_initial,0,
synthesis,syn_area_per_cell,9.572,um^2
synthesis,yosys_warnings,1,
setup_path,crit_chain,"ha_1 > nand4_1 > or4_1 > or4_1 > a21oi_1",
synthesis,top_cells_by_count,"dfrtp_1, nand2_1, a21oi_1, nor2_1, or4_1",
clock_network,post_cts_buffers,0,
hold_path,holdPathEnd,"cnt[0]",
sta,setup_viol,0,
floorplanning,die-area,0.01210,mm^2
synthesis,ys_area,0.001723,mm^2
setup_path,max_stage_delay,0.69,ns
synthesis,syn_area,0.001723,mm^2
clock_network,clock_sinks,33,
sta,grt_setup_unrepaired,"no",
floorplanning,placementRows,32,
clock_network,htreeDepth,2,
cells_and_area,nFillCells,818,
synthesis,synth_top_area_share,46.48,%
cells_and_area,finish.utilization,25.13,%
route,antennaDiodeCount,0,
run,warning_count,25,
placement,portBuffers,2,
pwr,p_int,0.5156,mW
hold_path,worstHoldPathType,"register to register",
floorplanning,coreArea,0.007807,mm^2
global_routing,grt_overflow,0,
placement,gp_congestion,0.8108,
sta,hold_viol,0,
cells_and_area,syn_to_final_growth,13.87,%
pwr,pwr-share-seq,49.9,%
pwr,power_frac_clock,48.7,%
synthesis,seq_area_frac_synth,48.22,%
sta,fmax,0.3946,GHz
synthesis,ff_type,"dfrtp_1",
clock_network,clkTransAtPathRegs,0.07,ns
setup_path,r2r_start,"cnt[0]",
run,maxCapViolCount,0,
clock_network,ctsHoldBuffers,0,
pwr,swShare,19.56,%
pwr,ir_drop,136.8,uV
synthesis,ys_types,37,
sta,worst_pin_slew,0.8453,ns
synthesis,edf_count,1,
global_routing,grt_max_degree,34,
synthesis,synth_top_cell_by_area,"dfrtp_1",
clock_network,cts_buffers,5,
global_routing,grt_pass1_vias,1192,
pwr,leakage,0.6668,nW
sta,setup_tns,0,ns
cell type report:
cell class / instances / share of cell area, %
repair buffers: 3 / 1.403
clock buffers: 7 / 4.401
inverters: 9 / 1.722
flip-flops and latches: 33 / 42.35
well taps: 102 / 6.505
multi-input cells: 130 / 42.09
clock inverters: 1 / 1.531
worst max-delay path: cells and delay by family (launching register included):
| family | cells | cell delay, ns |
|---|---|---|
| adder cells (fa/ha/maj) | 1 | 0.25 |
| flip-flops | 1 | 0.39 |
| AND-OR/OR-AND | 1 | 0.16 |
| AND/OR/NAND/NOR | 3 | 1.65 |
through the flow:
step	hold WS (ns)	area, um^2	setup slack [ns]	std cells
finish	0.4772	1962	1.666	285
global route	0.5313	1962	1.412	285
CTS	0.4763	1962	1.684	285
detailed placement	0.4656	1846	1.723	277
global placement	0.4506	1846	1.817	277
floorplan	0.4381	1723	2.274	180
power by group through the flow:
| stage | combinational, mW | sequential, mW | clock (mW) |
|---|---|---|---|
| 4_1_cts | 0.00970 | 0.320 | 0.318 |
| 5_1_grt | 0.0106 | 0.320 | 0.336 |
| 6_report | 0.00887 | 0.320 | 0.312 |
routing by layer:
| metal | vias to the layer above | GRT usage, % | part of all wire, % |
|---|---|---|---|
| li1 | 674 | - | - |
| met1 | 626 | 8.841 | 52 |
| met2 | 24 | 8.637 | 43 |
| met3 | 5 | 1.763 | 3.7 |
| met4 | 0 | 0.8364 | 1.5 |
| met5 | - | 0 | 0 |
layout by cell type, fill, tap and decap left out, types with 3 or more instances in the layout:
cell type	Yosys	routed
inv_1	8	8
xor2_1	3	3
nand3_1	9	9
a21oi_1	14	14
nor2_1	11	11
o21a_1	3	3
o31ai_1	8	8
dfrtp_1	32	32
nand2b_1	3	3
xnor2_1	7	7
and3_1	3	3
clkbuf_8	0	6
nand4_1	7	7
nand2_1	15	15
nor3_1	3	3
or3_1	6	6
nor4_1	6	6
or4_1	10	10
how the worst max path moves through the flow:
stage / depth (start not counted) / slack (ns) / startpoint / to
CTS: 5 / 1.68 / cnt[0] / cnt[26]
global route: 5 / 1.41 / cnt[0] / cnt[30]
finish: 5 / 1.67 / cnt[0] / cnt[26]
state kept, by name (all words and copies together) (netlist names):
register and count:
cnt 32, clk_div 1
cell families (layout without fill, tap and decap cells):
logic type | count (synthesis) | in the layout | synth area share, %
simple gates | 83 | 83 | 28.18
compound gates | 34 | 34 | 12.78
flops | 33 | 33 | 48.22
buf+inv | 17 | 20 | 3.849
xor+xnor | 10 | 10 | 5.084
mux | 2 | 2 | 1.162
fa+ha+maj | 1 | 1 | 0.7261
Power and IR drop assume default switching activity.
