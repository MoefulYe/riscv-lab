`./config.mk`:
```
export PLATFORM = sky130hd
export DESIGN_NAME = LedDisplay
export DESIGN_NICKNAME = LedDisplay
export VERILOG_FILES = /design/flow/design.v
export SDC_FILE = /design/flow/constraint.sdc
export NUM_CORES = 4
export LEC_CHECK = 1
export CORE_AREA = 10 10 104 104
export DIE_AREA = 0 0 114 114
```
`./constraint.sdc`:
```
current_design LedDisplay

set clk_period 3.9
set clk_io_pct 0.2

create_clock -name clk0 -period $clk_period [get_ports {clk_100M}]

set non_clock_inputs [all_inputs -no_clocks]
set_input_delay [expr $clk_period * $clk_io_pct] -clock clk0 $non_clock_inputs
set_output_delay [expr $clk_period * $clk_io_pct] -clock clk0 [all_outputs]
```
`./design.v`:
```
module IM4jb (
    input clk,
    input [31:0] addr,
    output [31:0] data_out
);
ip_inst_jb jb (
  clk,
  addr[7:2],
  data_out
);
endmodule
module LedDisplay(
    input clk_100M, 
    input [31:0]data,
    input enable,  
    output [3:0] sel,  
    output reg [7:0] seg
); 
    reg [10:0] count = 0;
    reg [2:0] which = 0;
    assign sel = { enable, which };
    always @(posedge clk_100M) count <= count + 1'b1;
    always @(negedge clk_100M) if(&count) which <= which + 1'b1;
    reg [3:0] digit; 
    always @* case (which)
        0: digit <= data[31:28]; 
        1: digit <= data[27:24];
        2: digit <= data[23:20];
        3: digit <= data[19:16];
        4: digit <= data[15:12];
        5: digit <= data[11:08];
        6: digit <= data[07:04];
        7: digit <= data[03:00]; 
    endcase
    always @* case (digit) 
        4'h0: seg <= 8'b0000_0011; 
        4'h1: seg <= 8'b1001_1111; 
        4'h2: seg <= 8'b0010_0101;
        4'h3: seg <= 8'b0000_1101;
        4'h4: seg <= 8'b1001_1001;
        4'h5: seg <= 8'b0100_1001;
        4'h6: seg <= 8'b0100_0001;
        4'h7: seg <= 8'b0001_1111;
        4'h8: seg <= 8'b0000_0001;
        4'h9: seg <= 8'b0000_1001;
        4'hA: seg <= 8'b0001_0001;
        4'hB: seg <= 8'b1100_0001;
        4'hC: seg <= 8'b0110_0011;
        4'hD: seg <= 8'b1000_0101;
        4'hE: seg <= 8'b0110_0001;
        4'hF: seg <= 8'b0111_0001;
    endcase
endmodule 
module MuxOut(
    input [3:0]  watch_stat,
    input [31:0] watch_pc,
    input [31:0] watch_ir,
    input [4:0]  watch_rs1,
    input [4:0]  watch_rs2,
    input [4:0]  watch_rd,
    input [31:0] watch_wb_data,
    input [31:0] watch_imm32,
    input [31:0] watch_lhs,
    input [31:0] watch_rhs,
    input [3:0]  watch_alu_op,
    input [31:0] watch_alu_f,
    input [3:0]  watch_alu_flags,
    input [31:0] watch_mdr,
    input [1:0]  watch_wb_data_sel,
    input [1:0]  watch_pc_update_sel,
    input [3:0] sel,
    output reg [31:0] out
);
parameter SHOW_STAT         = 4'b0000;
parameter SHOW_PC           = 4'b0001;
parameter SHOW_IR           = 4'b0010;
parameter SHOW_RS1          = 4'b0011;
parameter SHOW_RS2          = 4'b0100;
parameter SHOW_RD           = 4'b0101;
parameter SHOW_WB_DATA      = 4'b0110;
parameter SHOW_IMM32        = 4'b0111;
parameter SHOW_LHS          = 4'b1000;
parameter SHOW_RHS          = 4'b1001;
parameter SHOW_ALU_OP       = 4'b1010;
parameter SHOW_ALU_F        = 4'b1011;
parameter SHOW_ALU_FLAGS    = 4'b1100;
parameter SHOW_MDR          = 4'b1101;
parameter SHOW_WB_DATA_SEL  = 4'b1110;
parameter SHOW_PC_UPDATE_SEL= 4'b1111;
always @(*)begin
    case(sel)
        SHOW_STAT:          out = watch_stat;
        SHOW_PC:            out = watch_pc;
        SHOW_IR:            out = watch_ir;
        SHOW_RS1:           out = watch_rs1;
        SHOW_RS2:           out = watch_rs2;
        SHOW_RD:            out = watch_rd;
        SHOW_WB_DATA:       out = watch_wb_data;
        SHOW_IMM32:         out = watch_imm32;
        SHOW_LHS:           out = watch_lhs;
        SHOW_RHS:           out = watch_rhs;
        SHOW_ALU_OP:        out = watch_alu_op;
        SHOW_ALU_F:         out = watch_alu_f;
        SHOW_ALU_FLAGS:     out = watch_alu_flags;
        SHOW_MDR:           out = watch_mdr;
        SHOW_WB_DATA_SEL:   out = watch_wb_data_sel;
        SHOW_PC_UPDATE_SEL: out = watch_pc_update_sel;
    endcase
end
endmodule
module top4jb(
    input led_clk,
    input cpu_clk,
    input rst,
    input [3:0] led_mux_sel,
    output [3:0] sel,
    output [7:0] seg
);
wire [3:0] watch_stat;
wire [31:0] watch_pc;
wire [31:0] watch_ir;
wire [4:0] watch_rs1;
wire [4:0] watch_rs2;
wire [4:0] watch_rd;
wire [31:0] watch_wb_data;
wire [31:0] watch_imm32;
wire [31:0] watch_lhs;
wire [31:0] watch_rhs;
wire [3:0] watch_alu_op;
wire [31:0] watch_alu_f;
wire [3:0] watch_alu_flags;
wire [31:0] watch_mdr;
wire [1:0] watch_wb_data_sel;
wire [1:0] watch_pc_update_sel;
wire [31:0] inst_addr;
wire [31:0] inst;
wire dm_write;
wire [31:0] dm_addr;
wire [31:0] dm_data_in;
wire [31:0] dm_data_out;
CPU cpu(
    cpu_clk,
    rst,
    inst_addr,
    inst,
    dm_write,
    dm_addr,
    dm_data_in,
    dm_data_out,
    watch_stat,
    watch_pc,
    watch_ir,
    watch_rs1,
    watch_rs2,
    watch_rd,
    watch_wb_data,
    watch_imm32,
    watch_lhs,
    watch_rhs,
    watch_alu_op,
    watch_alu_f,
    watch_alu_flags,
    watch_mdr,
    watch_wb_data_sel,
    watch_pc_update_sel
);
IM4jb im(
    cpu_clk,
    inst_addr,
    inst
);
DM dm(
    cpu_clk,
    dm_write,
    dm_addr,
    dm_data_in,
    dm_data_out
);
wire [31:0] mux_out;
MuxOut mux(
    watch_stat,
    watch_pc,
    watch_ir,
    watch_rs1,
    watch_rs2,
    watch_rd,
    watch_wb_data,
    watch_imm32,
    watch_lhs,
    watch_rhs,
    watch_alu_op,
    watch_alu_f,
    watch_alu_flags,
    watch_mdr,
    watch_wb_data_sel,
    watch_pc_update_sel,
    led_mux_sel,
    mux_out
);
LedDisplay led(
    led_clk,
    mux_out,
    1'b1,
    sel,
    seg
);
endmodule
```
`./run.sh`:
```
#!/bin/bash
# OpenROAD 26Q1-2900-gdf79404cd8, Yosys 0.63+post, stock flow scripts
make -C /OpenROAD-flow-scripts/flow DESIGN_CONFIG=/design/flow/config.mk WORK_HOME=/design/flow/orfs finish
```
==> PnR_summary.wiki <==
=== Physical design figures ===
{| class="wikitable"
! Metric !! Value
|-
| Type of the setup path with the least slack || flip-flop to output port
|-
| Vias in the first global route || 1235
|-
| Final cell area excluding filler cells || 2250 sq um
|-
| Register bit count reported by yosys || 14
|-
| Critical Path Fanout Max || 6
|-
| Cell Type Count || 37
|-
| Final core utilization || 26.0%
|-
| Number of vias in the routed layout || 1185
|-
| CP Cell Sequence || inv_2 -> ha_4 -> buf_6 -> nor2_2 -> a221o_1 -> o21ai_2 -> a21o_1 -> inv_2 -> ha_4 -> buf_6 -> buf_6 -> mux2i_1 -> mux2i_1 -> buf_2
|-
| Total cell area at the placement stage || 1830 sq um
|-
| H-tree levels || 1
|-
| Initial antenna violation count || 0
|-
| Power Density || 161 nW/um^2
|-
| Die width || ~110 um
|-
| Routed length per placed instance || roughly 12 um
|-
| Wirelength, routed || between 3000 and 4000 um
|-
| Antenna-violating nets left || 0
|-
| Critical path endpoint category || output port
|-
| Minimum hold slack || 0.421 ns
|-
| Worst Path Arrival || 4.57 ns
|-
| Yosys warns || 1
|-
| Detailed Routing Iterations Pass 1 || 5
|-
| Dominant synthesized flop cell || dfxtp_1
|-
| Max-slew violations || 0
|-
| Placed wire-length estimate after detailed placement || 2840 um
|-
| Critical path's slowest cell || edfxtp_1
|-
| TritonCTS clock tree || yes
|-
| Fin Setup TNS || -9.68 ns
|-
| Remaining Overflow, GRT || 0
|-
| Largest net degree at the start of global routing || 9
|-
| Number of max-cap violations || 0
|-
| Maximum vdd ir drop || about 0.17 mV
|-
| Count of final hold-check violations || 0
|-
| Post-synth tally of flip-flops with integrated enable || 3
|-
| Buffers added on ports || around 42
|-
| Initial Utilization || between 10 and 15%
|-
| Height of the die || between 100 and 150 um
|-
| Number of DRC markers after the initial detailed-route iteration || 21
|-
| Cell row count || 34
|-
| Final setup vio count || 8
|-
| Maximum single-stage delay on the critical path || between 0.4 and 0.5 ns
|-
| Leakage power || 0.943 nW
|-
| Post-Synthesis Cell Area || 1120 sq um
|-
| Number of remaining DRC errors || 0
|-
| Setup repair after global routing missed its margin || yes
|-
| Core area || 8680 sq um
|-
| Area Overhead vs Synth || 101%
|-
| Clock Path Buffers || 2
|-
| Cell count after synthesis || ~120
|-
| Clock root buffer master || clkbuf_8
|-
| Yosys cell count || 119
|-
| First-pass GRT wire length || 6030 um
|-
| Worst hold path class || flip-flop to flip-flop
|-
| Register area share after synthesis || 27.7%
|-
| Share of synthesized registers carrying an async set or reset || 0%
|-
| Area of the synthesized netlist per yosys stat || between 1000 and 1500 sq um
|-
| Detailed-route vias per instance || 3.77
|-
| Diode count || 0
|-
| Placer congestion estimate || 0.786
|-
| Kind of launch point of the worst setup path || flip-flop
|-
| Pre-CTS worst setup slack || -1.50 ns
|-
| Critical path's most frequent cell || buf_6
|-
| DIE AREA || 13000 sq um
|-
| Final critical-path setup slack || -1.45 ns
|-
| Outcome || finished with violations
|-
| Violated checks || setup timing
|-
| Tally of filler cells in the layout || 910
|-
| Avg Cell Area, Syn || 9.42 sq um
|-
| Number of logged tool warnings || 39
|-
| Worst Path Required || 3.12 ns
|-
| Layout cells sized above 1 || about 44%
|-
| Post-CTS clock slew at the launch and capture registers of the worst setup and hold paths || 0.06 ns
|-
| IO Pins || 46
|-
| Clock net sink count || 14
|-
| Clock Skews || 0.0657 ns
|-
| Aggregate global-route resource usage || 5.64%
|-
| Clock buffers created by TritonCTS || 3
|-
| Insertion delay to the later sink of the worst-skew pair || 0.31 ns
|}
## where the power goes
group          switching (mW)  total (mW)  leakage [nW]  internal, mW
Combinational          0.0274      0.0844         0.778        0.0570
Clock                  0.0573       0.132        0.0415        0.0747
Sequential                  0       0.148         0.123         0.148
## cells in the mapped netlist, types with 2 or more instances
| cell type | n | area (sq um) |
|---|---|---|
| a22oi_1 | 6 | 45.0 |
| a2bb2oi_1 | 2 | 17.5 |
| nand3_1 | 8 | 40.0 |
| nor2_1 | 7 | 26.3 |
| mux2i_1 | 8 | 80.1 |
| buf_4 | 4 | 30.0 |
| o22ai_1 | 4 | 25.0 |
| and3_1 | 3 | 18.8 |
| inv_1 | 11 | 41.3 |
| xnor2_1 | 6 | 52.6 |
| ha_1 | 13 | 163 |
| edfxtp_1 | 3 | 90.1 |
| dfxtp_1 | 11 | 220 |
| a21o_1 | 2 | 15.0 |
| a21oi_1 | 2 | 10.0 |
| xor2_1 | 4 | 35.0 |
| nand2_1 | 5 | 18.8 |
## kinds of logic after synthesis
group | count (synthesis) | synth area share [%]
compound gates | 30 | 23.9
xor+xnor | 10 | 7.81
other cells | 1 | 0.335
buf+inv | 18 | 8.15
flops | 14 | 27.7
simple gates | 25 | 10.5
fa+ha+maj | 13 | 14.5
mux | 8 | 7.14
## worst paths after layout
kind	depth (start not counted)	start	end	slack [ns]
setup / recovery	14	which[1]	seg[4]	-1.45
hold / removal	1	count[0]	count[0]	0.42
setup reg to reg	6	count[0]	which[0]	0.22
hold reg to reg	1	count[0]	count[0]	0.42
## state kept, by name, summed over array words and instances (netlist names)
register	cells
count	11
which	3
## placed cells by master (no fill, tap or decap), types with 2 or more instances in the layout
cell / netlist / routed
a21o_1: 2 / 2
a21oi_1: 2 / 2
a22oi_1: 6 / 5
and3_1: 3 / 3
buf_2: 1 / 8
buf_4: 4 / 30
buf_6: 1 / 17
clkbuf_8: 0 / 3
clkdlybuf4s50_1: 0 / 32
dfxtp_1: 11 / 11
edfxtp_1: 3 / 3
ha_1: 13 / 2
ha_2: 0 / 3
ha_4: 0 / 8
inv_1: 11 / 9
inv_2: 0 / 4
mux2i_1: 8 / 8
nand2_1: 5 / 5
nand3_1: 8 / 6
nor2_1: 7 / 4
nor2_2: 0 / 2
o21ai_2: 1 / 2
o22ai_1: 4 / 3
o22ai_4: 0 / 2
xnor2_1: 6 / 6
xor2_1: 4 / 4
## stage by stage
stage | power [mW] | cells
3_5_place_dp | 0.230 | 285
5_1_grt | 0.387 | 314
3_3_place_gp | 0.231 | 285
6_report | 0.364 | 314
4_1_cts | 0.366 | 314
2_1_floorplan | 0.178 | 119
## critical path, delay by kind of cell, from the launching register on
family / cells / cell delay [ns]
AND/OR/NAND/NOR: 1 / 0.03
multiplexers: 2 / 0.21
flip-flops: 1 / 0.45
buffers and inverters: 6 / 0.64
AND-OR/OR-AND: 3 / 0.66
adder cells (fa/ha/maj): 2 / 0.33
## per-layer routing
| metal | vias up | GRT usage [%] | routed length (um) |
|---|---|---|---|
| li1 | 602 | - | - |
| met1 | 549 | 7.13 | 1770 |
| met2 | 30 | 9.30 | 1660 |
| met3 | 4 | 2.23 | 333 |
| met4 | 0 | 0.334 | 19 |
| met5 | - | 0 | 0 |
## cell type report
type / instances / area [sq um] / area share (%)
clock buffers: 3 / 41.3 / 1.83
clock inverters: 4 / 16.3 / 0.721
inverters: 10 / 37.5 / 1.66
multi-input cells: 87 / 917 / 40.7
flip-flops and latches: 14 / 310 / 13.8
well taps: 108 / 135 / 5.99
repair buffers: 88 / 797 / 35.3
## timing repair
item,CTS,global route
buffers inserted,24,1
setup endpoints to repair,10,9
gates resized,76,8
hold buffers,0,0
pin swaps,18,5
Power figures rest on the tool's default switching activity, not on a simulated workload.
